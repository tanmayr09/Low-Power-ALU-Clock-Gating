==> design/flow/constraint.sdc <==
current_design alu_16bit

set clk_period 1.1
set clk_io_pct 0.2

create_clock -name clk0 -period $clk_period [get_ports {clk}]

set non_clock_inputs [all_inputs -no_clocks]
set_input_delay [expr $clk_period * $clk_io_pct] -clock clk0 $non_clock_inputs
set_output_delay [expr $clk_period * $clk_io_pct] -clock clk0 [all_outputs]
==> design/flow/design.v <==
module alu_16bit (
    input wire clk,               
    input wire rst_n,             
    input wire [15:0] a,          
    input wire [15:0] b,          
    input wire [2:0] alu_op,      
    input wire enable,            
    output reg [15:0] result,     
    output reg zero_flag,         
    output reg carry_flag         
);
    localparam OP_ADD  = 3'b000;   
    localparam OP_SUB  = 3'b001;   
    localparam OP_AND  = 3'b010;   
    localparam OP_OR   = 3'b011;   
    localparam OP_XOR  = 3'b100;   
    localparam OP_SHL  = 3'b101;   
    localparam OP_SHR  = 3'b110;   
    localparam OP_MUL  = 3'b111;   
    reg [16:0] temp_result;   
    reg [31:0] mul_result;    
    always @(posedge clk or negedge rst_n) begin
        if (!rst_n) begin
            result <= 16'b0;
            zero_flag <= 1'b0;
            carry_flag <= 1'b0;
        end else begin
            carry_flag <= 1'b0;
            case (alu_op)
                OP_ADD: begin
                    temp_result = {1'b0, a} + {1'b0, b};
                    result <= temp_result[15:0];
                    carry_flag <= temp_result[16];   
                end
                OP_SUB: begin
                    temp_result = {1'b0, a} - {1'b0, b};
                    result <= temp_result[15:0];
                    carry_flag <= temp_result[16];   
                end
                OP_AND: begin
                    result <= a & b;
                end
                OP_OR: begin
                    result <= a | b;
                end
                OP_XOR: begin
                    result <= a ^ b;
                end
                OP_SHL: begin
                    result <= a << b[3:0];   
                end
                OP_SHR: begin
                    result <= a >> b[3:0];   
                end
                OP_MUL: begin
                    mul_result = a * b;
                    result <= mul_result[15:0];   
                end
                default: begin
                    result <= 16'b0;
                end
            endcase
            zero_flag <= (result == 16'b0);
        end
    end
endmodule
==> design/flow/run.sh <==
#!/bin/bash
# OpenROAD 26Q1-2900-gdf79404cd8, Yosys 0.63+post, stock flow scripts
make -C /OpenROAD-flow-scripts/flow DESIGN_CONFIG=/design/flow/config.mk WORK_HOME=/design/flow/orfs finish
==> design/flow/config.mk <==
export PLATFORM = sky130hd
export DESIGN_NAME = alu_16bit
export DESIGN_NICKNAME = alu_16bit
export VERILOG_FILES = /design/flow/design.v
export SDC_FILE = /design/flow/constraint.sdc
export NUM_CORES = 4
export LEC_CHECK = 1
export CORE_UTILIZATION = 50
==> GITHUB_STEP_SUMMARY <==
### Metrics collected by this job

| Metric | Value |
|---|---|
| Largest net degree at the start of global routing | 40 |
| Post-synth ARST share | 100.0% |
| DP Area | 0.01102 mm^2 |
| Sink Count | 18 |
| Syn_area_per_cell | 7.372 um^2 |
| Yosys Chip Area | 0.007925 mm^2 |
| CTS Root Cell | clkbuf_16 |
| Port Buffer Count | 54 |
| CTS max path bufs | 2 |
| # H-tree levels | 1 |
| Top_reg_cell synth | dfrtp_1 |
| Post-synth area hogs | fa_1 (21%), ha_1 (15%), inv_1 (8.1%) |
| Post-synthesis cell count from yosys | 1075 |
| I/O Pins | 56 |
| Synth Seq Share | 5.684% |
| Last stage | global routing |
| Post-synth EDFFs | 0 |
| Post-DP HPWL | 26020 um |
| Library cells used by synthesis | 74 |
| Mapped Area | 0.007925 mm^2 |
| Synth warn | 1 |
| Post-synth top area share | 20.71% |
| Yosys reg bits | 18 |
| RePlAce Congestion | 1.093 |
| Post-synth top area cell | fa_1 |
| Die x size | 127.9 um |
| Post-place setup slack | -4862 ps |
| Fp_density | 51.75% |
| Post-Syn Instances | 1075 |
| Row count | 45 |
| Die Y-Extent | 127.9 um |
| Kind of the worst endpoint | sequential cell input |
| CTS Hold Bufs | 0 |
| Run Error | [ERROR GRT-0232] Routing congestion too high. Check the congestion heatmap in the GUI. |
| Status | did not finish |
| CTS Buf Count | 3 |
| GRT worst endpoint | result[15]$_DFF_PN0_/D |
-- Yosys cell counts (all sizes together), types with 7 or more instances --
| master | n |
|---|---|
| mux2i | 16 |
| a21oi | 72 |
| ha | 98 |
| xnor2 | 30 |
| a211oi | 14 |
| clkbuf | 34 |
| o21ai | 65 |
| dfrtp | 18 |
| a31oi | 7 |
| nor3 | 23 |
| o22ai | 21 |
| fa | 82 |
| nand2 | 118 |
| nand2b | 13 |
| xor2 | 8 |
| o211ai | 8 |
| nor2 | 126 |
| inv | 170 |
| nor4 | 10 |
| buf | 21 |
| nand3 | 12 |
-- kinds of logic after synthesis --
group / Yosys count / synth area share [%]
AND-OR/OR-AND: 259 / 21.27
XOR/XNOR: 38 / 4.200
adder cells (fa/ha/maj): 180 / 36.19
buffers and inverters: 231 / 11.29
flip-flops: 18 / 5.684
multiplexers: 24 / 3.868
AND/OR/NAND/NOR: 325 / 17.51
-- metrics by stage --
step	TNS [ps]	cells	power (mW)
4_1_cts	-48680	1631	22.36
3_5_place_dp	-62940	1593	17.96
3_3_place_gp	-62130	1593	17.79
2_1_floorplan	-48170	1075	10.93
-- what timing repair did --
item | CTS
gates cloned | 1
gates resized | 292
buffers inserted | 34
endpoints found under the setup margin | 35
pin swaps | 81
No activity file was given, so power comes from the tool's default toggle rates.
